$ cat ./run.sh
#!/bin/bash
# OpenROAD 26Q1-2900-gdf79404cd8, Yosys 0.63+post, stock flow scripts
make -C /OpenROAD-flow-scripts/flow DESIGN_CONFIG=/design/flow/config.mk WORK_HOME=/design/flow/orfs finish
$ cat ./constraint.sdc
current_design mux_32

set clk_period 5.9
set clk_io_pct 0.2

create_clock -name clk0 -period $clk_period

set non_clock_inputs [all_inputs -no_clocks]
set_input_delay [expr $clk_period * $clk_io_pct] -clock clk0 $non_clock_inputs
set_output_delay [expr $clk_period * $clk_io_pct] -clock clk0 [all_outputs]
$ cat ./config.mk
export PLATFORM = sky130hd
export DESIGN_NAME = mux_32
export DESIGN_NICKNAME = mux_32
export VERILOG_FILES = /design/flow/design.v
export SDC_FILE = /design/flow/constraint.sdc
export NUM_CORES = 4
export LEC_CHECK = 1
export CORE_AREA = 10 10 408 408
export DIE_AREA = 0 0 418 418
$ cat ./design.v
module mux_2_one_bit(out, select, in0, in1);
    input select;
    input in0, in1;
    output out;
    assign out = select ? in1 : in0;
endmodule
module mux_2(out, select, in0, in1);
    input select;
    input [31:0] in0, in1;
    output [31:0] out;
    assign out = select ? in1 : in0;
endmodule
module mux_4_one_bit(out, select, in0, in1, in2, in3);
    input [1:0] select;
    input in0, in1, in2, in3;
    output out;
    wire w1, w2;
    mux_2_one_bit first_top(w1, select[0], in0, in1);
    mux_2_one_bit first_bottom(w2, select[0], in2, in3);
    mux_2_one_bit second(out, select[1], w1, w2);
endmodule
module mux_4(out, select, in0, in1, in2, in3);
    input [1:0] select;
    input [31:0] in0, in1, in2, in3;
    output [31:0] out;
    wire [31:0] w1, w2;
    mux_2 first_top(w1, select[0], in0, in1);
    mux_2 first_bottom(w2, select[0], in2, in3);
    mux_2 second(out, select[1], w1, w2);
endmodule
module mux_8_one_bit(out, select, in0, in1, in2, in3, in4, in5, in6, in7);
    input [2:0] select;
    input in0, in1, in2, in3, in4, in5, in6, in7;
    output out;
    wire w1, w2;
    mux_4_one_bit first_top(w1, select[1:0], in0, in1, in2, in3);
    mux_4_one_bit first_bottom(w2, select[1:0], in4, in5, in6, in7);
    mux_2_one_bit second(out, select[2], w1, w2);
endmodule
module mux_8(out, select, in0, in1, in2, in3, in4, in5, in6, in7);
    input [2:0] select;
    input [31:0] in0, in1, in2, in3, in4, in5, in6, in7;
    output [31:0] out;
    wire [31:0] w1, w2;
    mux_4 first_top(w1, select[1:0], in0, in1, in2, in3);
    mux_4 first_bottom(w2, select[1:0], in4, in5, in6, in7);
    mux_2 second(out, select[2], w1, w2);
endmodule
module mux_16_one_bit(out, select, in0, in1, in2, in3, in4, in5, in6, in7, in8, in9, in10, in11, in12, in13, in14, in15);
    input [3:0] select;
    input in0, in1, in2, in3, in4, in5, in6, in7, in8, in9, in10, in11, in12, in13, in14, in15;
    output out;
    wire w1, w2;
    mux_8_one_bit first_top(w1, select[2:0], in0, in1, in2, in3, in4, in5, in6, in7);
    mux_8_one_bit first_bottom(w2, select[2:0], in8, in9, in10, in11, in12, in13, in14, in15);
    mux_2_one_bit second(out, select[3], w1, w2);
endmodule
module mux_16(out, select, in0, in1, in2, in3, in4, in5, in6, in7, in8, in9, in10, in11, in12, in13, in14, in15);
    input [3:0] select;
    input [31:0] in0, in1, in2, in3, in4, in5, in6, in7, in8, in9, in10, in11, in12, in13, in14, in15;
    output [31:0] out;
    wire [31:0] w1, w2;
    mux_8 first_top(w1, select[2:0], in0, in1, in2, in3, in4, in5, in6, in7);
    mux_8 first_bottom(w2, select[2:0], in8, in9, in10, in11, in12, in13, in14, in15);
    mux_2 second(out, select[3], w1, w2);
endmodule
module mux_32_one_bit(out, select, in0, in1, in2, in3, in4, in5, in6, in7, in8, in9, in10, in11, in12, in13, in14, in15, in16, in17, in18, in19, in20, in21, in22, in23, in24, in25, in26, in27, in28, in29, in30, in31);
    input [4:0] select;
    input in0, in1, in2, in3, in4, in5, in6, in7, in8, in9, in10, in11, in12, in13, in14, in15, in16, in17, in18, in19, in20, in21, in22, in23, in24, in25, in26, in27, in28, in29, in30, in31;
    output out;
    wire w1, w2, w3, w4, w5, w6, w7, w8, w9, w10;
    mux_4_one_bit first(w1, select[1:0], in0, in1, in2, in3);
    mux_4_one_bit second(w2, select[1:0], in4, in5, in6, in7);
    mux_4_one_bit third(w3, select[1:0], in8, in9, in10, in11);
    mux_4_one_bit fourth(w4, select[1:0], in12, in13, in14, in15);
    mux_4_one_bit fifth(w5, select[1:0], in16, in17, in18, in19);
    mux_4_one_bit sixth(w6, select[1:0], in20, in21, in22, in23);
    mux_4_one_bit seventh(w7, select[1:0], in24, in25, in26, in27);
    mux_4_one_bit eigth(w8, select[1:0], in28, in29, in30, in31);
    mux_4_one_bit first_mux_8(w9, select[3:2], w1, w2, w3, w4);
    mux_4_one_bit second_mux_8(w10, select[3:2], w5, w6, w7, w8);
    mux_2_one_bit final_mux_32(out, select[4], w9, w10);
endmodule
module mux_32(out, select, in0, in1, in2, in3, in4, in5, in6, in7, in8, in9, in10, in11, in12, in13, in14, in15, in16, in17, in18, in19, in20, in21, in22, in23, in24, in25, in26, in27, in28, in29, in30, in31);
    input [4:0] select;
    input [31:0] in0, in1, in2, in3, in4, in5, in6, in7, in8, in9, in10, in11, in12, in13, in14, in15, in16, in17, in18, in19, in20, in21, in22, in23, in24, in25, in26, in27, in28, in29, in30, in31;
    output [31:0] out;
    wire [31:0] w1, w2, w3, w4, w5, w6, w7, w8, w9, w10;
    mux_4 first(w1, select[1:0], in0, in1, in2, in3);
    mux_4 second(w2, select[1:0], in4, in5, in6, in7);
    mux_4 third(w3, select[1:0], in8, in9, in10, in11);
    mux_4 fourth(w4, select[1:0], in12, in13, in14, in15);
    mux_4 fifth(w5, select[1:0], in16, in17, in18, in19);
    mux_4 sixth(w6, select[1:0], in20, in21, in22, in23);
    mux_4 seventh(w7, select[1:0], in24, in25, in26, in27);
    mux_4 eigth(w8, select[1:0], in28, in29, in30, in31);
    mux_4 first_mux_8(w9, select[3:2], w1, w2, w3, w4);
    mux_4 second_mux_8(w10, select[3:2], w5, w6, w7, w8);
    mux_2 final_mux_32(out, select[4], w9, w10);
endmodule
==> results.txt <==
The synthesis and place-and-route flow finished, so here is a summary.

The flow ran to the end, and the final reports show no timing, DRC or antenna violations. The logic depth of the worst setup path including buffers is 8. The fill cell total of the finished layout is approximately 18000.

Note, the detailed placer reported a final HPWL of 115000 microns. The share of cells above drive strength 1 came out at 0.0465. The post-route DRC violation count came out at 0.

In the final report, the number of pins over their slew limit comes to 0. The yosys cell count is between 1000 and 1500. The netlist area before placement came out at a little under 9000 sq um.

The path class of the tightest hold or removal check is in2out. The average via count per standard cell came out at roughly 3.4. The number of setup buffers added after CTS is 0. The endpoint with the worst hold slack is out[13].

Before antenna repair, the detailed router went through 8 iterations. The number of warnings in the stage logs is 32. The remaining antenna violation count is 0.

The number of hold buffers added after cts is 0. The cell area power density is ~77 nW/um^2. The violation count after the first detailed-route iteration is roughly 1200. The type of element capturing the critical path is a primary output.

The setup TNS came out at 0 ps. On the critical path, the stage with the largest delay is an instance of sky130_fd_sc_hd__a31oi_1. The count of mapped cells out of synthesis is 1158.

In the setup report, the worst path falls into the class in2out. Setup repair after global routing left no endpoint under its margin. The all-layer global routing usage is 0.136. The core area is between 150000 and 200000 sq um.

The post-synthesis average cell area came out at ~7.7 sq um. The final tally of hold violations came out at 0. The maximum clock rate is 174 MHz. The initial antenna violation count came to 108. The largest fanout on the critical path came out at 36. The maximum VDD drop is 0.0000245 V. The chip area came out at between 150000 and 200000 sq um. The endpoint arrival time on the critical path came out at between 4000 and 5000 ps.

The chip area estimate from yosys synthesis came out at 8890 sq um. The final critical path time including I/O delays and setup is between 5000 and 6000 ps. The worst hold margin came out at about 3300 ps.

The pin slew with the least headroom to its limit is just under 900 ps. The signal on the critical path passes through clkdlybuf4s50_1 > and2b_4 > buf_4 > a22o_1 > nor3_1 > a31oi_1 > nand3_1 > clkdlybuf4s50_1. The number of global-route vias before repair came out at 14800. The required time reported for the critical path endpoint came out at approximately 4700 ps. The share of the Yosys chip area taken by registers is 0.

The timing report attributes the biggest portion of critical-path delay to buffers and inverters. Entering global routing, the biggest net connects 51 pins. The number of sequential storage elements is 0. Yosys mapped the design onto 20 distinct sky130hd cell types.

The highest cell delay on the worst timing path came out at 690 ps. The routed length per placed instance is 29.4 microns. The total area of sequential cells is 0 sq um. STA lists the startpoint of the worst hold path as in18[13]. The quantity of gates resized following cts is 0.

The residual overflow from global routing came out at 0. The relative slew slack is 0.406. The share of the core filled by cells before placement is 0.0563. The buffer-and-inverter tally for the worst setup path is 3. The overall die width came out at 418 microns. The most numerous cell type found on the critical path is sky130_fd_sc_hd__clkdlybuf4s50_1. The script extracted a total leakage power of between 8 and 9 nW.

The clock buffer count in the final layout came out at 0. The yosys warning tally came out at 0. STA classifies the critical path startpoint as an input pin. The final cycle utilization of the critical path came out at 0.974. The post-route non-filler standard cell count is 4257. The total instance count after detailed placement came out at approximately 4200. The wire length of the first global-routing pass came out at roughly 150000 microns. The post-detailed-routing wire length is between 100000 and 150000 microns.

Max-cap violations in this run came to 0. Routability-driven placement finished with a final weighted congestion of just over 1. The synthesis-to-layout area growth came out at 151%.

The hold-critical path depth came out at 6. Across all layers, the routed design uses roughly 15000 vias. The top-level I/O count came out at around 1100. The die outline height came out at between 400 and 500 microns. From the final report, the count of setup violators was given as 0.

The report lists the number of standard-cell rows as about 150. The count of port buffers added during placement is 1061.
[cell families (layout without fill, tap and decap cells)]
group                  count (synthesis)  after routing  synth area share
muxes                                512            512             0.577
AOI/OAI and AO/OA                    288            288             0.221
and+or+nand+nor                      232            232             0.118
buffers and inverters                126           1141            0.0848
other                                  0             12                 0
[worst max path at each step]
stage,slack [ps],startpoint,end
CTS,300,select[0],out[23]
global route,120,select[0],out[23]
finish,150,select[0],out[23]
[report_power, final]
| part | leakage (nW) | switching, W | internal, W |
|---|---|---|---|
| Combinational | 8.68 | 0.000743 | 0.000969 |
| Clock | 0.0000745 | 0 | 0.000000000209 |
| Sequential | 0 | 0 | 0 |
[routing by layer]
layer	vias up	part of all wire	wire, microns	global-route usage
li1	6547	-	-	-
met1	6893	0.38	47200	0.162
met2	932	0.49	62000	0.233
met3	186	0.11	13600	0.0549
met4	86	0.016	1970	0.0187
met5	-	0.0042	525	0
[worst min-delay path, cell delays in order]
cell	delay, ps
sky130_fd_sc_hd__clkdlybuf4s50_1	450
sky130_fd_sc_hd__mux2i_1	70
sky130_fd_sc_hd__nand2_1	60
sky130_fd_sc_hd__a31oi_1	100
sky130_fd_sc_hd__nand3_1	80
sky130_fd_sc_hd__buf_4	160
[synth_stat cells]
library cell / number / share of area
sky130_fd_sc_hd__clkbuf_1: 43 / 0.018
sky130_fd_sc_hd__a31oi_1: 32 / 0.023
sky130_fd_sc_hd__nor2_1: 1 / 0.00042
sky130_fd_sc_hd__a22oi_1: 96 / 0.081
sky130_fd_sc_hd__or2_2: 1 / 0.00070
sky130_fd_sc_hd__a22o_1: 64 / 0.063
sky130_fd_sc_hd__buf_1: 6 / 0.0025
sky130_fd_sc_hd__nor2b_1: 1 / 0.00070
sky130_fd_sc_hd__and2_1: 1 / 0.00070
sky130_fd_sc_hd__and2b_1: 1 / 0.00085
sky130_fd_sc_hd__mux2i_1: 512 / 0.58
sky130_fd_sc_hd__nand3_1: 96 / 0.054
sky130_fd_sc_hd__buf_6: 15 / 0.019
sky130_fd_sc_hd__nand2_1: 97 / 0.041
sky130_fd_sc_hd__a21oi_1: 96 / 0.054
sky130_fd_sc_hd__clkbuf_4: 2 / 0.0017
sky130_fd_sc_hd__nand2b_1: 2 / 0.0014
sky130_fd_sc_hd__nor3_1: 32 / 0.018
sky130_fd_sc_hd__buf_4: 34 / 0.029
sky130_fd_sc_hd__buf_2: 26 / 0.015
[area by class of cell]
cell class	instances	area, sq um	share of cell area
Timing Repair Buffer	1141	11500	0.515
Multi-Input combinational cell	1032	8180	0.367
Tap cell	2072	2590	0.116
Antenna cell	12	30.0	0.00135
[placed cells by master (no fill, tap or decap), drive strengths merged]
cell	Yosys	routed
nor2	1	1
clkdlybuf4s50	0	1050
and2b	1	1
a31oi	32	32
and2	1	1
mux2i	512	512
nand3	96	96
nor3	32	32
a22oi	96	96
nand2	97	97
buf	81	91
a21oi	96	96
nand2b	2	2
nor2b	1	1
a22o	64	64
diode	0	12
or2	1	1
[stage by stage]
| stage | worst slack [ps] | total power (W) | area, sq um | util |
|---|---|---|---|---|
| after floorplan | 2490 | 0.000511 | 8890 | - |
| after global placement | 337 | 0.00173 | 22200 | 0.141 |
| after detailed placement | 303 | 0.00172 | 22200 | 0.141 |
| after CTS | 300 | 0.00173 | 22200 | 0.141 |
| after global routing | 117 | 0.00180 | 22300 | 0.141 |
| final | 153 | 0.00171 | 22300 | 0.141 |
Power and IR drop assume default switching activity.
