==> run.sh <==
#!/bin/bash
# OpenROAD 26Q1-2900-gdf79404cd8, Yosys 0.63+post, stock flow scripts
make -C /OpenROAD-flow-scripts/flow DESIGN_CONFIG=/design/flow/config.mk WORK_HOME=/design/flow/orfs finish
==> config.mk <==
export PLATFORM = sky130hd
export DESIGN_NAME = alu
export DESIGN_NICKNAME = alu
export VERILOG_FILES = /design/flow/design.v
export SDC_FILE = /design/flow/constraint.sdc
export NUM_CORES = 4
export LEC_CHECK = 1
export CORE_UTILIZATION = 40
==> constraint.sdc <==
current_design alu

set clk_period 5.5
set clk_io_pct 0.2

create_clock -name clk0 -period $clk_period

set non_clock_inputs [all_inputs -no_clocks]
set_input_delay [expr $clk_period * $clk_io_pct] -clock clk0 $non_clock_inputs
set_output_delay [expr $clk_period * $clk_io_pct] -clock clk0 [all_outputs]
==> design.v <==
module alu(data_operandA, data_operandB, ctrl_ALUopcode,
			ctrl_shiftamt, data_result, isNotEqual, isLessThan, overflow);
	input [31:0] data_operandA, data_operandB;
	input [4:0] ctrl_ALUopcode, ctrl_shiftamt;
	output [31:0] data_result;
	output isNotEqual, isLessThan, overflow;
	wire signed[31:0] inner_A, inner_B;
	reg signed[31:0] inner_result;
	reg inner_cout;
	assign inner_A = data_operandA;
	assign inner_B = data_operandB;
	assign isNotEqual = data_operandA != data_operandB;
	assign isLessThan = data_operandA < data_operandB;
	assign overflow = inner_cout != inner_result[31];
	wire [31:0] rotr_result;
	right_rotate ROTR (inner_A, rotr_result, ctrl_shiftamt);
	assign data_result = (ctrl_ALUopcode == 5'b01001) ? rotr_result : inner_result;
	always @(ctrl_ALUopcode or inner_A or inner_B or ctrl_shiftamt)
		begin
			case (ctrl_ALUopcode)
				0 : {inner_cout, inner_result} = inner_A + inner_B;      
				1 : {inner_cout, inner_result} = inner_A - inner_B;	     
				2 : begin 
						inner_result = inner_A & inner_B;  			     
						inner_cout = inner_result[31];
					end
				3 : begin 
						inner_result = inner_A | inner_B;  			     
						inner_cout = inner_result[31];
					end
				4 : begin 
						inner_result = inner_A << ctrl_shiftamt;		 
						inner_cout = inner_result[31];
					end
				5 : begin 
						inner_result = inner_A >>> ctrl_shiftamt;	     
						inner_cout = inner_result[31];
					end
				8 : begin
						inner_result = inner_A ^ inner_B;                
						inner_cout = inner_result[31];
					end
				9 : begin
						inner_result = rotr_result;                      
						inner_cout = inner_result[31];
					end
				10 : begin
						inner_result = data_operandA + data_operandB;	 
					 	inner_cout = inner_result[31];
					 end
				11 : begin
						inner_result = inner_A >> ctrl_shiftamt;	     
					 	inner_cout = inner_result[31];
					 end
			endcase
		end
endmodule
module right_rotate(in, out, rotate_amt);
    input [31:0] in;
    input [4:0] rotate_amt;
    output [31:0] out;
    wire [31:0] r1, r2, r4, r8, r16;
    wire [31:0] mux1, mux2, mux3, mux4;
    rotate_16 first_rotate(.in(in), .out(r16));
    assign mux1 = rotate_amt[4] ? r16 : in;
    rotate_8 second_rotate(.in(mux1), .out(r8));
    assign mux2 = rotate_amt[3] ? r8 : mux1;
    rotate_4 third_rotate(.in(mux2), .out(r4));
    assign mux3 = rotate_amt[2] ? r4 : mux2;
    rotate_2 fourth_rotate(.in(mux3), .out(r2));
    assign mux4 = rotate_amt[1] ? r2 : mux3;
    rotate_1 fifth_rotate(.in(mux4), .out(r1));
    assign out = rotate_amt[0] ? r1 : mux4;
endmodule
module rotate_1(in, out);
    input[31:0] in;
    output[31:0] out;
    wire [30:0] body;
    assign body = in[31:1];
    assign out[30:0] = body;
    assign out[31] = in[0];
endmodule
module rotate_2(in, out);
    input[31:0] in;
    output[31:0] out;
    wire [31:0] r1;
    rotate_1 first (in, r1);
    rotate_1 second (r1, out);
endmodule
module rotate_4(in, out);
    input [31:0] in;
    output [31:0] out;
    wire [31:0] r2;
    rotate_2 first (in, r2);
    rotate_2 second (r2, out);
endmodule
module rotate_8(in, out);
    input [31:0] in;
    output [31:0] out;
    wire [31:0] r4;
    rotate_4 first (in, r4);
    rotate_4 second (r4, out);
endmodule
module rotate_16(in, out);
    input [31:0] in;
    output [31:0] out;
    wire [31:0] r8;
    rotate_8 first (in, r8);
    rotate_8 second (r8, out);
endmodule
==> GITHUB_STEP_SUMMARY <==
### Yosys + OpenROAD results

| Metric | Value |
|---|---|
| Gr busiest metal | met2 |
| Initial antenna violation count | 4 |
| CP startpoint kind | input port |
| CP Capture Point | isLessThan |
| Main flop type | dlxtn_1 |
| Endpoints left unconstrained | 34 |
| Met3 Usage GRT | around an eighth |
| Register pins left without a clock | 33 |
| HP Class | input port to output port |
| Critical path fanouts, max | 3 |
| Routed WL | 65.2 mm |
| YS warnings | 1 |
| Global-route met1 utilization | about three fifths |
| WHS | 3.25 ns |
| Cell type with the largest total area | mux4_2 |
| Hold Violations, Final | 0 |
| First-pass GRT wire length | 94.4 mm |
| I/O pin cnt | between 100 and 150 |
| Minimum clock period | 5.38 ns |
| DRC Markers | 0 |
| CORE AREA | 0.0290 mm² |
| Final setup TNS | 0 ns |
| Iteration count of the initial detailed-routing pass | 6 |
| Post-synth EDFFs | 0 |
| Register area | ~500 µm² |
| Inst Count DP | between 2,000 and 2,500 |
| Psw | between 900 and 1000 µW |
| Drt via density | between 6 and 7 |
| Sw Share | roughly 57% |
| Syn avg cell area | 6.94 µm² |
| Dominant cell area share | about 12% |
| Post-route ant nets | 0 |
| Synth flops | 33 |
| Internal power | between 600 and 700 µW |
| Die Size | 0.0305 mm² |
| DPL Wire Length | around 52 mm |
| Count of tool warnings | 96 |
| Setup crit start | data_operandA[2] |
| Synth cell types | just under 80 |
| RSZ-0062 raised after global routing | no |
| Mapped Area | roughly 0.012 mm² |
| Final Wtd Congestion | roughly 1.1 |
| Initial DRC Count | around 1,600 |
| Leakage | 0.00613 µW |
| Comb. cell area | between 0.01 and 0.015 mm² |
| Area grow syn2layout | 17.2% |
| Syn Inst Count | 1,716 |
| Most instantiated cells after synthesis | 204 x nor2_1, 178 x nand2_1, 140 x a21oi_1, 112 x o21ai_0, 102 x inv_1 |
| Total grt overflow | 0 |
| Max-Cap Viols | 0 |
| Most common cell in the synthesized netlist | nor2_1 |
| Fp_density | 41.1% |
| YS chip area | about 0.012 mm² |
| Height of the die | about 170 µm |
| Layout Cells excl Fill | 2,194 |
| Final Power | about 1600 µW |
| Final worst-path setup slack | between 0.1 and 0.15 ns |
| Wire per inst | 29.7 µm |
| Worst EP arrival | 4.28 ns |
| Setup slack after placement | -0.229 ns |
| VDD IR-drop max | roughly 0.00007 V |
| IO buf count | about 110 |
| Share of cells above drive strength 1 | 15.3% |
| Cell area leaders | mux4_2 12%, ha_1 10%, mux2i_1 6.8% |
| Worst-Margin Slew | 1.02 ns |
| Total number of vias | 14,600 |
| Final tally of max-slew violations | 0 |
| Status | finished, final reports clean |
| Pin count of the biggest net entering global routing | approximately 67 |
| Rows | between 60 and 70 |
| Fmax achieved | between 150 and 200 MHz |
| Endpoints failing setup | 0 |
| # Cells Yosys | 1,716 |
| GRT Util Overall | a little over two fifths |
| Synth async-reset ratio | 0% |
| CP Capture Type | output port |
| GR Layer Usage met2 | between 60% and 70% |
| Die X | 175 µm |
| P per Cell Area | approximately 110 mW/mm² |
| CP Class | input port to output port |
| FILL cells | just under 3,000 |
| Number of global-route vias before repair | 13,800 |
| Max_slew headroom | 31.5% |
| Worst endpoint required time | about 4.4 ns |
| Crit share post-route | 97.8% |
state kept, by name, indices dropped and copies added (netlist names):
name and flops:
inner_result 32, inner_cout 1
cell type report:
cell class              count  share of cell area (%)
diodes                      2                  0.0358
well taps                 384                    3.44
inverters                 106                    2.85
multi-input cells        1424                    74.9
repair buffers            245                    15.3
flip-flops and latches     33                    3.55
cell usage in the layout (no fill, tap or decap), types with 14 or more instances in the layout:
master | Yosys | final
a22oi_1 | 14 | 14
o21ai_0 | 112 | 112
a221oi_1 | 36 | 34
a21o_1 | 34 | 34
inv_1 | 102 | 102
nor2_1 | 204 | 204
o21bai_1 | 14 | 14
nand4_1 | 14 | 14
clkdlybuf4s50_1 | 0 | 103
a211oi_1 | 28 | 27
nand3_1 | 29 | 29
o2111ai_1 | 16 | 16
mux4_2 | 66 | 66
dlxtn_1 | 33 | 33
a21oi_1 | 140 | 139
mux2_2 | 40 | 40
nor2b_1 | 18 | 18
o22ai_1 | 26 | 26
nand2_1 | 178 | 178
nor3_1 | 27 | 25
o211ai_1 | 25 | 25
ha_1 | 96 | 95
buf_4 | 0 | 136
mux2i_1 | 81 | 81
how the worst min path moves through the flow:
stage               startpoint               to  slack (ns)  cells past startpoint
CTS           ctrl_shiftamt[0]  data_result[28]        3.24                      5
global route  ctrl_shiftamt[0]  data_result[29]        3.27                      5
finish        ctrl_shiftamt[0]  data_result[29]        3.25                      5
metal layers:
| metal | vias to the layer above | part of all wire (%) |
|---|---|---|
| li1 | 6568 | - |
| met1 | 6886 | 40 |
| met2 | 973 | 43 |
| met3 | 175 | 11 |
| met4 | 4 | 6.8 |
| met5 | - | 0.041 |
per-stage QoR:
| stage | util [%] | instance area (µm²) |
|---|---|---|
| floorplan | - | 11900 |
| global placement | 48.0 | 13900 |
| detailed placement | 48.0 | 13900 |
| CTS | 48.0 | 13900 |
| global route | 48.1 | 14000 |
| finish | 48.1 | 14000 |
critical path, cell delays in order:
cell and delay (ns):
clkdlybuf4s50_1 0.57, inv_1 0.10, ha_1 0.31, nand2b_1 0.07
o311ai_0 0.12, buf_4 0.17, a21oi_4 0.21, buf_4 0.16
a211oi_2 0.07, o211ai_1 0.32, nand2_1 0.19, o41ai_2 0.23
buf_4 0.17, a21oi_1 0.06, clkdlybuf4s50_1 0.42
kinds of logic after synthesis:
kind of cell    after synthesis  share of synthesized area (%)
fa+ha+maj                    98                           10.4
buf+inv                     259                           8.60
simple gates                562                           21.3
latches                      33                           4.16
mux                         188                           23.3
xor+xnor                      9                          0.662
compound gates              567                           31.6
what timing repair did:
| item | CTS | global route |
|---|---|---|
| hold buffers | 0 | 0 |
| pin swaps | 0 | 2 |
| gates cloned | 0 | 0 |
| resized | 2 | 7 |
| buffers inserted | 0 | 0 |
| setup endpoints to repair | 1 | 1 |
power by group through the flow:
stage                 combinational, µW  clock [µW]  sequential [µW]
after CTS                          1460           0             63.6
after global routing               1610           0             66.2
Power is estimated from default activity; no workload was simulated.
